--- ./design.v ---
module speed_control(
    input clk,
    input rstn,
    input [1 : 0] speed_mode,
    output reg timer_enable
);
reg [4:0] clk_div;
always @(posedge clk or negedge rstn) begin
    if (!rstn) begin
        clk_div <= 0;
        timer_enable <= 0;
    end else begin
         case(speed_mode)
          2'b00 : begin
            timer_enable <= 1'b1;  
            clk_div <= 0;   
          end
          2'b01 : begin
             if (clk_div == 3) begin
                timer_enable <= 1'b1;
                clk_div <= 0;
             end else begin
                timer_enable <= 1'b0;
                clk_div <= clk_div + 1;
             end
          end
          2'b10 : begin
            if (clk_div == 19) begin
                timer_enable <= 1'b1;
                clk_div <= 0;
            end else begin
                timer_enable = 1'b0;
                clk_div <= clk_div + 1;
            end
          end
          default : begin
          timer_enable <= 0;
          clk_div <= 0;
          end
         endcase
    end
end
endmodule
--- ./run.sh ---
#!/bin/bash
# OpenROAD 26Q1-2900-gdf79404cd8, Yosys 0.63+post, stock flow scripts
make -C /OpenROAD-flow-scripts/flow DESIGN_CONFIG=/design/flow/config.mk WORK_HOME=/design/flow/orfs finish
--- ./config.mk ---
export PLATFORM = sky130hd
export DESIGN_NAME = speed_control
export DESIGN_NICKNAME = speed_control
export VERILOG_FILES = /design/flow/design.v
export SDC_FILE = /design/flow/constraint.sdc
export NUM_CORES = 4
export LEC_CHECK = 1
export CORE_AREA = 10 10 70 70
export DIE_AREA = 0 0 80 80
--- ./constraint.sdc ---
current_design speed_control

set clk_period 1.4
set clk_io_pct 0.2

create_clock -name clk0 -period $clk_period [get_ports {clk}]

set non_clock_inputs [all_inputs -no_clocks]
set_input_delay [expr $clk_period * $clk_io_pct] -clock clk0 $non_clock_inputs
set_output_delay [expr $clk_period * $clk_io_pct] -clock clk0 [all_outputs]
==> impl_metrics.py <==
# Auto-generated metrics
metrics = {
    "routing": {
        "dr.pass1.iters": 2,
        "drt_iter0_drc": 2,
        "vias": 260,
        "n_antenna_cell": 0,
        "drc": 0,
        "avgRoutedWirePerCell_microns": 6.93,
        "via_per_inst": 2.95,
        "postRouteAntennaNets": 0,
        "wl_microns": 610,
    },
    "cts": {
        "cts_sinks": 6,
        "clkLatencyLatePin_ns": 0.24,
        "path_clk_slew_ns": 0.04,
        "clockRootBuffer": "clkbuf_4",
        "clk_path_buf_depth": 2,
        "h-tree-depth": 1,
        "cts-buffers-inserted": 3,
        "cts_setup_buffers": 0,
        "cts_tree": "built",
    },
    "yosys": {
        "area_leaders": "dfrtp_1 (43%), ha_1 (18%), nor2_1 (5.3%), a21oi_1 (4.3%), nor3b_2 (3.6%)",
        "synth_async_sr_flop_share": 1.00,
        "synth_top_area_share": 0.427,
        "postSynthSeqShare": 0.427,
        "syn_inst": 33,
        "netlist_top_cells_count": "dfrtp_1 (6), ha_1 (5), nor2_1 (5)",
        "yosysUniqueCellTypes": 16,
        "synth_chip_area_sq_um": 352,
        "yosys_warnings": 1,
        "yosys.area.top_type": "dfrtp_1",
        "top_cell": "dfrtp_1",
        "yosys_cells": 33,
        "ff_type": "dfrtp_1",
        "synth_flops": 6,
        "syn-cell-area_sq_um": 352,
        "synth-edff-count": 0,
        "avgSynthCellArea_sq_um": 10.7,
    },
    "outcome": {
        "outcome": "complete, no violations",
    },
    "grt": {
        "grt_usage": 0.0195,
        "grt.overflow.total": 0,
        "antenna_found_initial": 0,
        "grt_pass1_vias": 229,
        "grt_max_degree": 7,
        "grt_pass1_wl_microns": 986,
    },
    "pwr": {
        "power_density_mw_per_mm2": 777,
        "fin_total_pwr_uw": 386,
        "p_leak_nw": 0.216,
        "ir_worst_vdd_uv": 266,
    },
    "worst_setup_path": {
        "ff2ff_path_depth": 4,
        "worstSetupPathDepth": 1,
        "worstReg2RegStart": "clk_div[0]",
        "start_kind": "flop",
        "reg2reg_slack_ns": 0.11,
        "cp-startpoint": "timer_enable",
        "cp_data_arrival_time_ns": 1.01,
        "r2r_end": "clk_div[4]",
        "critPathCapture": "timer_enable",
        "critPathBufInv": 1,
        "slowest_stage": "clkdlybuf4s50_1",
        "crit_family": "buffers and inverters",
        "critPathRequiredTime_ns": 1.12,
        "critPathKind": "flop to output pin",
        "crit_fanout": 1,
        "crit_path_end_kind": "output pin",
        "path_cells": "clkdlybuf4s50_1",
        "cp_slowest_stage_delay_ns": 0.46,
    },
    "placed_design": {
        "hpwl_microns": 497,
        "portBuffers": 4,
        "finalWeightedCongestion": 0.687,
        "placed_cell_area_sq_um": 464,
        "dpl.cell_count": 85,
    },
    "timing": {
        "finClkSkew_ns": 0.000906,
        "slew-limit-headroom": 0.815,
        "clock.fmax_ghz": 0.775,
        "min_period_over_period": 0.921,
        "rsz0062_at_grt": "no",
        "setup_viol": 0,
        "period_minus_slack_ns": 1.29,
        "worst_pin_slew_ns": 0.277,
        "hold_viol": 0,
        "maxSlewViolCount": 0,
        "fin_setup_tns_ns": 0,
    },
    "floorplanning": {
        "boundaryPins": 5,
        "chipHeight_microns": 80,
        "fp_util": 0.103,
        "core_area_sq_mm": 0.00342,
        "die_w_microns": 80,
        "dieArea_sq_mm": 0.00640,
        "num_rows": 21,
    },
    "hold_path": {
        "min_path_type": "input port to async pin",
    },
    "layout": {
        "layout-drive-gt1-share": 0.214,
        "instances_no_fill": 88,
        "synthToLayoutAreaGrowth_pct": 41.3,
        "fin_area_sq_um": 497,
    },
    "flow_run": {
        "cap_violations": 0,
        "log.warning_count": 28,
    },
}
## layout make-up
class	instances	area (sq um)
Fill cell	395	2920
Clock buffer	3	22.5
Sequential cell	6	150
Inverter	3	11.3
Timing Repair Buffer	6	52.6
Tap cell	46	57.6
Multi-Input combinational cell	24	203
## cells in the final DEF (no fill, tap or decap), types with 2 or more instances in the layout
| cell type | n |
|---|---|
| dlygate4sd2_1 | 2 |
| dfrtp_1 | 6 |
| a21oi_1 | 3 |
| clkbuf_4 | 3 |
| clkdlybuf4s50_1 | 2 |
| inv_1 | 2 |
| buf_4 | 2 |
| ha_1 | 4 |
| nor2_1 | 5 |
## metal layers
metal  up-vias  global-route usage  share of wire
met3         2              0.0182          0.093
met1       120              0.0269           0.53
met4         0             0.00352         0.0098
met5         -                   0              0
met2         6              0.0209           0.36
li1        132                   -              -
## report_power, final
group | internal (mW) | switching, mW
Combinational | 0.0244 | 0.0235
Sequential | 0.180 | 0.00327
Clock | 0.0967 | 0.0584
## timing repair
item / in CTS / in global routing
setup endpoints to repair: 6 / 0
hold buffers: 0 / 0
resized: 6 / 0
hold endpoints to repair: 0 / 0
## cells by family after synthesis
group,after synthesis,synth area share
simple gates,10,0.174
flops,6,0.427
compound gates,5,0.0783
fa+ha+maj,5,0.178
buf+inv,3,0.0320
xor+xnor,2,0.0498
mux,2,0.0605
## per-stage QoR
step | worst slack [ns] | utilization | hold WS [ns]
5_1_grt | 0.0481 | 0.145 | 0.288
2_1_floorplan | 0.177 | - | -0.0156
3_3_place_gp | -0.362 | 0.136 | 0.450
4_1_cts | 0.0838 | 0.145 | 0.289
3_5_place_dp | -0.378 | 0.136 | 0.469
6_report | 0.110 | 0.145 | 0.282
## worst min-delay path by stage
| stage | to | slack (ns) | from |
|---|---|---|---|
| finish | clk_div[2] | 0.28 | rstn |
| CTS | clk_div[2] | 0.29 | rstn |
| global route | clk_div[0] | 0.29 | rstn |
## state kept, by name (all words and copies together), names as in the netlist
signal / count
timer_enable: 1
clk_div: 5
Power and IR drop assume default switching activity.
