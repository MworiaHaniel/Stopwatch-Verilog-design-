==> design/flow/design.v <==
module display_mux(
    input [15:0] running_time,
    input [15:0] lap1,
    input [15:0] lap2,
    input [1:0] display_select,  
    output reg [15:0] display
);
 always @(display_select or running_time or lap1 or lap2) begin
    case(display_select)
      2'b00: display = running_time;
      2'b01: display = lap1;
      2'b10: display = lap2;
      default: display =16'd0;
 endcase
 end
endmodule
==> design/flow/run.sh <==
#!/bin/bash
# OpenROAD 26Q1-2900-gdf79404cd8, Yosys 0.63+post, stock flow scripts
make -C /OpenROAD-flow-scripts/flow DESIGN_CONFIG=/design/flow/config.mk WORK_HOME=/design/flow/orfs finish
==> design/flow/config.mk <==
export PLATFORM = sky130hd
export DESIGN_NAME = display_mux
export DESIGN_NICKNAME = display_mux
export VERILOG_FILES = /design/flow/design.v
export SDC_FILE = /design/flow/constraint.sdc
export NUM_CORES = 4
export LEC_CHECK = 1
export CORE_AREA = 10 10 70 70
export DIE_AREA = 0 0 80 80
==> design/flow/constraint.sdc <==
current_design display_mux

set clk_period 1.7
set clk_io_pct 0.2

create_clock -name clk0 -period $clk_period

set non_clock_inputs [all_inputs -no_clocks]
set_input_delay [expr $clk_period * $clk_io_pct] -clock clk0 $non_clock_inputs
set_output_delay [expr $clk_period * $clk_io_pct] -clock clk0 [all_outputs]
==> out/results.ini <==
[grt]
antenna_found_initial=0
grt_usage_pct=7.41
grt_max_degree=17
grt_pass1_vias=737
grt_pass1_wl_um=3820
grt_overflow=0

[cells_and_area]
seq_area_sq_um=0
nClkBuffers=0
drive_gt1_share_pct=28.6
n_sequential_cell=0
syn_to_final_growth_pct=208
finish.utilization_pct=34.4

[die]
die_h_um=80
die_area_sq_um=6400
fp-utilization_pct=11.2
die_w_um=80
coreArea_sq_um=3420
io_pins=66
row_count=21

[cts]
ctsHoldBuffers=0

[power]
power.total_mw=0.267
power.density_nw_per_um2=227
max-vdd-ir-drop_uv=81.3
p_leak_nw=0.527

[logic_synthesis]
ys_warn_count=1
synth_area_per_cell_sq_um=9.79
common_cells=16 x mux2i_1, 16 x o2bb2ai_1, 3 x buf_6
synthTopCellsByArea=mux2i_1 42%, o2bb2ai_1 37%, buf_6 8.9%
ys_cells=39
yosysTopAreaCell=mux2i_1
synthCells=39
postSynthSeqShare_pct=0
top_cell_area_share_pct=42.0
syn_area_sq_um=382
yosys_area_sq_um=382
ys_types=6

[worst_setup_path]
slowest_delay_ps=150
path_cells=buf_4, buf_12, nor2b_4, buf_6, buf_4, buf_4, o2bb2ai_1, buf_2
path_class=in -> out
critPathArrivalTime_ps=1290
worst_path_most_repeated_cell=buf_4
cp_data_required_time_ps=1360
cp-endpoint=display[9]
path_depth=8
cp-end-kind=primary output
path_buffers=6
path_delay_family=buffers and inverters
slowest_stage=nor2b_4
cp_max_fo=5
startpoint_type=input pin
cp-startpoint=display_select[1]

[status]
outcome=finished, final reports clean

[final_timing]
final_max_slew_viol_count=0
fin_crit_ps=1630
grt_setup_unrepaired=false
max_freq_ghz=0.615
finalHoldViolations=0
finalWorstSetupSlack_ps=74.9
relSlewSlack_pct=86.8
tns_ps=0
setup_violations=0
tightest_slew_ps=192
finalClockPeriodUsage_pct=95.6
hold_slack_ps=1220

[detailed_routing]
vias=635
wl_per_cell_um=15.2
routed_wl_um=2500
detail-route-antenna-nets=0
drc=0
insertedDiodeCount=0
drtPass1Iterations=4
drt_iter0_drc=7
via_per_inst=3.85

[placed_design]
place_ws_ps=-523
gp_congestion=0.808
io_buffers=66

[min_path]
min_path_type=in -> out

[job]
tool_warnings=32
drv_cap=0

==> per-stage QoR <==
stage	instance area (sq um)	instances
after floorplan	382	39
after global placement	1080	150
after detailed placement	1080	150
after CTS	1170	165
after global routing	1170	165
final	1170	165
==> where the power goes <==
part	switching [mW]	internal [mW]
Clock	0	0
Combinational	0.0698	0.197
Sequential	0	0
==> kinds of logic after synthesis <==
group	after synthesis	synth area share (%)
simple gates	1	3.61
mux	16	42.0
buf+inv	6	17.7
compound gates	16	36.7
==> repair_timing <==
item	CTS	global route
pin swaps	0	0
setup endpoints to repair	16	9
gates cloned	1	0
setup buffers	14	0
resized	45	5
==> cell type report <==
type                       count  area [sq um]
fill                         358          2240
multi-input combinational     33           320
tap                           46          57.6
timing repair buffer          86           797
==> worst min-delay path by stage <==
stage	start	endpoint	slack, ps	depth (start not counted)
4_1_cts	display_select[1]	display[0]	1270	5
5_1_grt	display_select[1]	display[0]	1290	5
6_report	display_select[1]	display[0]	1220	5
==> routing by layer <==
metal	track usage [%]	part of all wire (%)	vias to the layer above	routed length (um)
met5	0	0	-	0
met4	0	0	0	0
met3	2.39	12	0	296
met2	11.4	42	43	1040
met1	10.4	47	268	1170
li1	-	-	324	-
==> tightest hold or removal path, delay by kind of cell <==
| family | cells | cell delay, ps |
|---|---|---|
| compound gates | 1 | 140 |
| mux | 1 | 90 |
| buf+inv | 3 | 310 |
==> cell usage in the layout, fill, tap and decap left out <==
cell	count
buf_12	1
buf_2	10
buf_4	16
buf_6	3
bufbuf_16	1
clkbuf_2	1
clkdlybuf4s15_1	2
clkdlybuf4s50_1	48
dlygate4sd2_1	4
mux2i_1	16
nor2b_4	1
o2bb2ai_1	15
o2bb2ai_2	1
Power and IR drop assume default switching activity.
