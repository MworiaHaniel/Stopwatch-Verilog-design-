--- design/flow/config.mk ---
export PLATFORM = sky130hd
export DESIGN_NAME = timer
export DESIGN_NICKNAME = timer
export VERILOG_FILES = /design/flow/design.v
export SDC_FILE = /design/flow/constraint.sdc
export NUM_CORES = 4
export LEC_CHECK = 1
export CORE_AREA = 10 10 82 82
export DIE_AREA = 0 0 92 92
--- design/flow/constraint.sdc ---
current_design timer

set clk_period 2.8
set clk_io_pct 0.2

create_clock -name clk0 -period $clk_period [get_ports {clk}]

set non_clock_inputs [all_inputs -no_clocks]
set_input_delay [expr $clk_period * $clk_io_pct] -clock clk0 $non_clock_inputs
set_output_delay [expr $clk_period * $clk_io_pct] -clock clk0 [all_outputs]
--- design/flow/design.v ---
module timer (
    input clk,  
    input rstn,  
    input enable,  
    output reg [3:0] tenths,  
    output reg [3:0] seconds_ones,  
    output reg [3:0] seconds_tens,  
    output reg [3:0] minutes  
);
always @(posedge clk or negedge rstn) begin
  if (!rstn) begin
    tenths <= 0;
    seconds_ones <=0;
    seconds_tens <=0;
    minutes <= 0;
  end else if (enable) begin
    if (tenths == 9) begin
        tenths <= 0;
        if (seconds_ones == 9) begin
            seconds_ones <= 0;
            if (seconds_tens == 5) begin
                seconds_tens <= 0;
                if (minutes == 9)
                minutes <= 0;
                else 
                minutes <= minutes + 1;
            end else 
            seconds_tens <= seconds_tens + 1;
        end else
        seconds_ones <= seconds_ones + 1;
    end else
    tenths <= tenths + 1;
    end
  end
endmodule
--- design/flow/run.sh ---
#!/bin/bash
# OpenROAD 26Q1-2900-gdf79404cd8, Yosys 0.63+post, stock flow scripts
make -C /OpenROAD-flow-scripts/flow DESIGN_CONFIG=/design/flow/config.mk WORK_HOME=/design/flow/orfs finish
==> impl_metrics.yaml <==
# implementation run metrics
floorplan:
  pin_count: 19
  rows: 26
  chipArea_mm2: 0.00846
  die_width_um: 92
  core_mm2: 0.00507
  initCoreUtil: 0.163
  die_h_um: 92
cells_and_area:
  drive_above_1_share: 0.116
  mostFrequentLayoutCell: "clkdlybuf4s50_1"
  n_fill_cell: 564
  syn_to_final_growth_pct: 37.6
  fin_cells: 165
  final_cell_mix: "18 x clkdlybuf4s50_1, 16 x dfrtp_1, 9 x nand2_1"
logic_synthesis:
  ys_warn_count: 1
  numSynthFlops: 16
  synth-edff-count: 0
  syn_inst: 74
  ys_async_sr_fraction: 1.00
  ys_area_um2: 830
  synth-main-ff-cell: "dfrtp_1"
  ys_cells: 74
  avgSynthCellArea_um2: 11.2
  syn_area_um2: 830
  ys_seq_share: 0.483
  ys_types: 28
detailed_routing:
  vias: 592
  first_pass_iters: 2
  wire_per_inst_um: 10.2
  dr_wl_met2_um: 701
  wirelength_um: 1690
  drt_drc_violations_left: 0
  vias_per_cell: 3.59
  wl_met3_um: 119
  dr.first_iter.drc_count: 10
  met1Wirelength_um: 851
  ant_nets: 0
  routed.top_layer: "met4"
  num_antenna_cells: 0
cts:
  cts_resized: 0
  cts_setup_buffers: 0
  htree_levels: 1
  cts.sinks: 16
  cts_root_buffer: "clkbuf_8"
  cts_hold_buf: 0
  clkTransAtPathRegs_ns: 0.06
  cts_tree: "built"
  clk_path_buf_depth: 2
  cts_buffers: 3
  clock_latency_ns: 0.24
grt:
  grt_pass1_vias: 552
  gr-usage-all-layers: 0.0398
  grt_pass1_wl_um: 2770
  overflow: 0
  grt_max_degree: 17
  antenna_found_initial: 0
sta:
  drv_slew: 0
  fin_setup_tns_ns: 0
  report.final.setup_viol: 0
  relSlewSlack: 0.530
  worst_slew_pin_slew_ns: 0.702
  clock.fmax_mhz: 528
  grt_setup_unrepaired: "false"
  finalHoldViolations: 0
  min_period_ns: 1.90
  finClkSkew_ns: 0.00263
  fin_crit_sh: 0.677
place:
  gp_congestion: 0.773
  port_buffers: 18
  dpl.cell_count: 161
  dp_hpwl_um: 1340
pwr:
  ir_drop_v: 0.000423
  power.total_w: 0.000747
  power_density_mw_per_mm2: 654
  leakagePower_nw: 0.486
critical_path:
  arrival_ns: 2.02
  worstSetupStartpointType: "primary input"
  end_kind: "register"
  worstSetupPathType: "in2reg"
  cp.required_ns: 2.93
  worstPathMaxFanout: 5
hold_path:
  holdCritPathClass: "reg2reg"
run_status:
  run_status: "finished, final reports clean"
flow_run:
  cap_violations: 0
  warnings: 25
[worst paths after layout]
path / cells after the start / to / slack, ns / from
worst max-delay path: 5 / minutes[2] / 0.90 / enable
max in group asynchronous: 1 / seconds_tens[0] / 1.61 / rstn
min in group asynchronous: 1 / seconds_ones[3] / 0.74 / rstn
worst min register to register: 1 / seconds_ones[0] / 0.49 / seconds_ones[0]
worst min-delay path: 1 / seconds_ones[0] / 0.49 / seconds_ones[0]
worst max register to register: 4 / minutes[2] / 1.24 / tenths[1]
[routing by layer]
| layer | global-route usage | vias up |
|---|---|---|
| met5 | 0 | - |
| met4 | 0.00257 | 0 |
| met3 | 0.0165 | 2 |
| met2 | 0.0588 | 14 |
| met1 | 0.0559 | 268 |
| li1 | - | 308 |
[cell usage after synthesis (2+ instances only)]
cell type	count	area [µm²]
nand4_4	2	42.5
xnor2_1	4	35.0
nor2b_1	3	18.8
nand4_1	2	12.5
xor2_1	2	17.5
dfrtp_1	16	400
nor3b_1	2	15.0
xnor2_2	2	32.5
a21o_1	2	15.0
and3_1	2	12.5
inv_1	2	7.51
nand3_1	4	20.0
nand2_1	9	33.8
nor3_1	2	10.0
o21ai_0	7	35.0
[metrics by stage]
stage | hold slack, ns | util | setup slack [ns] | cell area, µm²
after floorplan | 0.264 | - | 1.38 | 830
after global placement | 0.483 | 0.214 | 0.671 | 1090
after detailed placement | 0.479 | 0.214 | 0.647 | 1090
after CTS | 0.496 | 0.225 | 0.904 | 1140
after global routing | 0.521 | 0.225 | 0.827 | 1140
final | 0.489 | 0.225 | 0.904 | 1140
[report_power, final]
part / internal [W] / switching (W)
Clock: 0.000124 / 0.0000721
Sequential: 0.000279 / 0.0000759
Combinational: 0.000137 / 0.0000583
Total: 0.000540 / 0.000206
[sequential cells by signal, indices dropped and copies added, names as in the netlist]
register      flops
seconds_ones      4
minutes           4
tenths            4
seconds_tens      4
[layout make-up]
cell class | instances | area [µm²] | share of cell area
Inverter | 2 | 7.51 | 0.00658
Clock buffer | 4 | 55.1 | 0.0482
Tap cell | 70 | 87.6 | 0.0768
Timing Repair Buffer | 18 | 180 | 0.158
Sequential cell | 16 | 400 | 0.351
Multi-Input combinational cell | 55 | 410 | 0.360
[critical path: stages]
cell             delay, ns
clkdlybuf4s50_1       0.55
and3_1                0.26
and3_1                0.36
nand4_4               0.14
xnor2_2               0.15
[logic make-up (layout without fill, tap and decap cells)]
family,Yosys count,in the layout,synth area share
compound gates,12,12,0.0829
xor+xnor,8,8,0.103
buf+inv,3,24,0.0226
flops,16,16,0.483
mux,1,1,0.0136
simple gates,34,34,0.296
No activity file was given, so power comes from the tool's default toggle rates.
